[flow/config.mk]
export PLATFORM = sky130hd
export DESIGN_NAME = apb_slave
export DESIGN_NICKNAME = apb_slave
export VERILOG_FILES = /design/flow/design.v
export SDC_FILE = /design/flow/constraint.sdc
export NUM_CORES = 4
export LEC_CHECK = 1
export CORE_AREA = 10 10 107 107
export DIE_AREA = 0 0 117 117
[flow/constraint.sdc]
current_design apb_slave

set clk_period 1.8
set clk_io_pct 0.2

create_clock -name clk0 -period $clk_period [get_ports {clk}]

set non_clock_inputs [all_inputs -no_clocks]
set_input_delay [expr $clk_period * $clk_io_pct] -clock clk0 $non_clock_inputs
set_output_delay [expr $clk_period * $clk_io_pct] -clock clk0 [all_outputs]
[flow/design.v]
module apb_slave (
    input wire clk,
    input wire n_rst,
    input wire [7:0] rx_data,
    input wire data_ready,
    input wire overrun_error,
    input wire framing_error,
    output reg data_read,
    input wire psel,
    input wire [2:0] paddr,
    input wire penable,
    input wire pwrite,
    input wire [7:0] pwdata,
    output reg [7:0] prdata,
    output reg pslverr,
    output reg [3:0] data_size,
    output reg [13:0] bit_period
);
    reg next_pslverr, next_data_read;
    reg [3:0] next_data_size;
    reg [7:0] next_prdata;
    reg [13:0] next_bit_period;
    always_ff @(posedge clk, negedge n_rst) begin
        if (n_rst == 1'b0) begin
            data_size <= 4'b1010;
        end else begin
            data_size <= next_data_size;
        end
    end
    always_ff @(posedge clk, negedge n_rst) begin
        if (n_rst == 1'b0) begin
            bit_period <= 4'b1010;
        end else begin
            bit_period <= next_bit_period;
        end
    end
    always_ff @(posedge clk, negedge n_rst) begin
        if (n_rst == 1'b0) begin
            prdata <= '0;
        end else begin
            prdata <= next_prdata;
        end
    end
    always_ff @(posedge clk, negedge n_rst) begin
        if (n_rst == 1'b0) begin
            data_read <= '0;
        end else begin
            data_read <= next_data_read;
        end
    end
    always_ff @(posedge clk, negedge n_rst) begin
        if (n_rst == 1'b0) begin
            pslverr <= '0;
        end else begin
            pslverr <= next_pslverr;
        end
    end
    always_comb begin
        next_bit_period = bit_period;
        next_data_size = data_size;
        next_prdata = prdata;
        next_pslverr = 0;
        next_data_read = 0;
        if (psel) begin
            case (paddr)
                3'b000: begin
                        if (pwrite) begin
                            next_pslverr = 1;
                        end else begin
                            next_prdata = data_ready;
                        end
                end
                3'b001: begin
                        if (pwrite) begin
                            next_pslverr = 1;
                        end else begin
                            if (framing_error) begin
                                next_prdata = 8'd1;
                            end else if (overrun_error) begin
                                next_prdata = 8'd2;
                            end else begin
                                next_prdata = '0;
                            end
                        end
                end
                3'b010: begin
                        if (pwrite) begin
                            next_bit_period[7:0] = pwdata;
                        end else begin
                            next_prdata = bit_period[7:0];
                        end
                end
                3'b011: begin
                        if (pwrite) begin
                            next_bit_period[13:8] = pwdata[5:0];
                        end else begin
                            next_prdata = {2'b0, next_bit_period[13:8]};
                        end
                end
                3'b100: begin
                        if (pwrite) begin
                            next_data_size = pwdata;
                        end else begin
                            next_prdata = data_size;
                        end
                end
                3'b110: begin
                        if (pwrite) begin
                            next_pslverr = 1;
                        end else begin
                            next_data_read = 1;
                            next_prdata = rx_data;
                        end
                end
                3'b101: begin
                    next_pslverr = 1'b1;
                end
                default: begin
                    next_pslverr = 1'b1;
                end
            endcase
        end
    end
endmodule
[flow/run.sh]
#!/bin/bash
# OpenROAD 26Q1-2900-gdf79404cd8, Yosys 0.63+post, stock flow scripts
make -C /OpenROAD-flow-scripts/flow DESIGN_CONFIG=/design/flow/config.mk WORK_HOME=/design/flow/orfs finish
==> flow_metrics.tcl <==
# metrics dict for downstream scripts
set metrics [dict create \
    outcome "finished clean" \
    cts.clk_slew.worst_paths_ns 0.09 \
    reg2reg_from "data_size[0]$_DFFE_PN0P_" \
    crit_family "flip-flops" \
    nFillCells 983 \
    startpoint_type "flop" \
    cts_tree "yes" \
    cts_buffer_depth 2 \
    flop_cell "dfrtp_1" \
    synth.top_cell.area_share 0.447 \
    wirelength_um 4180 \
    fin_skew_ns 0.00172 \
    cts_root_buffer "clkbuf_8" \
    wl_per_cell_um 14.1 \
    yosysChipArea_um2 1350 \
    slew_violations 0 \
    htreeDepth 1 \
    fin_crit_ns 1.69 \
    tightest_slew_ns 0.364 \
    die-area_um2 13700 \
    ant_nets 0 \
    cts_buffers 3 \
    portBuffers 53 \
    grt_pass1_vias 1196 \
    post-cts-setup-buffers 0 \
    final_cell_mix "clkdlybuf4s50_1, dfrtp_1, mux2_2" \
    maxCapViolations 0 \
    worst-path-buf-inv 1 \
    r2r_cells 4 \
    holdBufCountCts 0 \
    whs_ns 0.461 \
    min_path_type "input pin to async pin" \
    die_w_um 117 \
    synth.distinct_cells 31 \
    vias 1116 \
    synth-seq-cells 28 \
    tool_warnings 26 \
    worstReg2RegEnd "prdata[0]$_DFFE_PN0P_" \
    slew_headroom 0.757 \
    p_leak_nw 0.909 \
    fp_util 0.146 \
    routabilityCongestion 0.781 \
    antennaDiodeCount 0 \
    area_leaders "dfrtp_1, mux2_2, dfstp_2" \
    ys.warnings.count 1 \
    edf_count 0 \
    required_ns 1.44 \
    slowest_delay_ns 0.57 \
    gr-usage-all-layers 0.0594 \
    async_flop_share 1.00 \
    cts.sink_count 28 \
    antenna_found_initial 0 \
    grt_max_degree 29 \
    crit_path_max_fanout 3 \
    post-route-period-util 0.937 \
    ir_worst_vdd_mv 0.201 \
    rows 35 \
    postSynthAreaPerCell_um2 11.7 \
    cp_cell_sequence "clkdlybuf4s50_1" \
    criticalPathCategory "flop to output port" \
    end_kind "output port" \
    remaining_drc_errors 0 \
    ys_seq_share 0.525 \
    die_height_um 117 \
    rsz0062_at_grt "false" \
    ff2ff_setup_slack_ns 0.58 \
    vias_per_cell 3.76 \
    ys_cells 115 \
    lay_top_count "clkdlybuf4s50_1" \
    detailed_place_hpwl_um 3530 \
    yosys.area.top_type "dfrtp_1" \
    timing.fmax_ghz 0.593 \
    ios 55 \
    utilization 0.240 \
    power.density_nw_per_um2 851 \
    grt_pass1_wl_um 6350 \
    drt_iter0_markers 28 \
    arrival_ns 1.33 \
    syn_inst 115 \
    synthToLayoutAreaGrowth_pct 64.2 \
    syn_area_um2 1350 \
    dr.pass1.iters 4 \
    core_um2 9200 \
    slowest_stage "dfstp_2" \
    globalRoute.totalOverflow 0 \
    insertion_delay_ns 0.27 \
    ctsResizeCount 0 \
    drive_above_1_share 0.263 \
    setup_viol 0 \
    final_hold_viol_count 0 \
]
## state kept, by name (all words and copies together), names as in the netlist
register / cells
pslverr: 1
data_read: 1
data_size: 4
prdata: 8
bit_period: 14
## how the worst max path moves through the flow
stage	depth (start not counted)	endpoint	from	slack, ns
finish	1	data_size[1]	data_size[1]$_DFFE_PN1P_	0.11
CTS	1	data_size[1]	data_size[1]$_DFFE_PN1P_	0.09
global route	6	prdata[3]$_DFFE_PN0P_	paddr[2]	0.02
## area by class of cell
type / instances / area, µm² / share of cell area
clock buffers: 3 / 41.3 / 0.0187
multi-input cells: 80 / 603 / 0.273
clock inverters: 1 / 30.0 / 0.0136
flip-flops and latches: 28 / 706 / 0.320
repair buffers: 71 / 678 / 0.307
well taps: 111 / 139 / 0.0629
inverters: 3 / 11.3 / 0.00510
## cells by family (layout without fill, tap and decap cells)
family | after synthesis | in the layout | synth area share
mux | 26 | 26 | 0.210
compound gates | 22 | 22 | 0.107
simple gates | 32 | 32 | 0.131
flops | 28 | 28 | 0.525
buf+inv | 7 | 78 | 0.0270
## cells in the mapped netlist, types with 3 or more instances
master	number
dfrtp_1	24
mux2_2	18
nand2_1	12
mux2i_1	8
o21ai_0	6
a21oi_1	5
nor2_1	5
dfstp_2	4
nand2b_1	3
## power by group
| group | total [W] | leakage (nW) | internal, W | switching, W |
|---|---|---|---|---|
| logic | 0.000536 | 0.530 | 0.000386 | 0.000149 |
| clock network | 0.000492 | 0.0357 | 0.000298 | 0.000194 |
| registers | 0.000853 | 0.343 | 0.000766 | 0.0000867 |
| total | 0.00188 | 0.909 | 0.00145 | 0.000430 |
## through the flow
stage                     power, W  worst slack [ns]  instances  TNS (ns)  instance area [µm²]
after floorplan           0.000998             0.532        115         0                 1350
after global placement     0.00141            -0.120        293     -2.09                 2140
after detailed placement   0.00142            -0.135        293     -2.33                 2140
after CTS                  0.00192            0.0920        297         0                 2210
after global routing       0.00200            0.0250        297         0                 2210
final                      0.00188             0.113        297         0                 2210
## per-layer routing
layer	global-route usage	wire length [µm]
met1	0.0701	1620
met2	0.105	2220
met3	0.0191	283
met4	0.00824	54
met5	0	0
Power and IR drop assume default switching activity.
