File: run.sh
#!/bin/bash
# OpenROAD 26Q1-2900-gdf79404cd8, Yosys 0.63+post, stock flow scripts
make -C /OpenROAD-flow-scripts/flow DESIGN_CONFIG=/design/flow/config.mk WORK_HOME=/design/flow/orfs finish
File: config.mk
export PLATFORM = sky130hd
export DESIGN_NAME = encoder
export DESIGN_NICKNAME = encoder
export VERILOG_FILES = /design/flow/design.v
export SDC_FILE = /design/flow/constraint.sdc
export NUM_CORES = 4
export LEC_CHECK = 1
export CORE_AREA = 10 10 70 70
export DIE_AREA = 0 0 80 80
File: constraint.sdc
current_design encoder

set clk_period 2.9
set clk_io_pct 0.2

create_clock -name clk0 -period $clk_period

set non_clock_inputs [all_inputs -no_clocks]
set_input_delay [expr $clk_period * $clk_io_pct] -clock clk0 $non_clock_inputs
set_output_delay [expr $clk_period * $clk_io_pct] -clock clk0 [all_outputs]
File: design.v
module encoder (
	input wire [30:0] in,
	output reg [4:0] out
);
	integer i;
	always @(*) begin
		out = 5'b00000;
		for (i = 30; i >= 0; i = i - 1) begin
			if (in[i] == 1) begin
				out = i;
			end
		end
	end
endmodule
==> flow_summary.json <==
{
  "status": "complete, no violations",
  "hold_viol_final": 0,
  "die_w_um": 80,
  "clock.fmax_mhz": 360,
  "synthTopCellsByArea": "nor2_1 (13%), a21oi_1 (10%), nor3_1 (9.0%), nor4_1 (7.5%), inv_1 (6.7%)",
  "port_buffers": 36,
  "cts-hold-fix-buffers": 0,
  "ys_types": 23,
  "dp_hpwl_um": 1610,
  "whs_ps": 1930,
  "yosysSeqAreaShare_pct": 0,
  "synthesis.area_um2": 335,
  "synth_chip_area_um2": 335,
  "crit_slowest_cell": "or4_4",
  "regArea_um2": 0,
  "synth_area_leader_cell": "nor2_1",
  "tns_ps": 0,
  "die_area_um2": 6400,
  "fp_util_pct": 9.82,
  "combPwrFrac_pct": 100.0,
  "clock_buffers": 0,
  "crit_chain": "clkdlybuf4s50_1 -> or4_4 -> a31oi_1 -> o21ai_1 -> a21oi_1 -> dlygate4sd2_1",
  "drtIter0Drc": 20,
  "wl_per_cell_um": 11.3,
  "p_int_mw": 0.0627,
  "period_used_pct": 95.8,
  "seq_power_share_pct": 0,
  "power.share.switching_pct": 35.5,
  "critPathKind": "in -> out",
  "setup_viol": 0,
  "via_per_inst": 3.93,
  "final_util_pct": 26.8,
  "yosysTopAreaCellShare_pct": 13.4,
  "wl_um": 1850,
  "fin_crit_ps": 2780,
  "pwr-share-clk_pct": 0,
  "yosysWarnings": 1,
  "ys_cells": 63,
  "crit_path_end_kind": "output port",
  "core-area_um2": 3420,
  "fp.dieH_um": 80,
  "crit_fanout": 2,
  "post_cts_buffers": 0,
  "grt_setup_unrepaired": "no",
  "antenna_found_initial": 0,
  "first_pass_iters": 4,
  "drive_gt1_share_pct": 21.4,
  "critPathTopFamily": "buffers and inverters",
  "cpPeakStageDelay_ps": 570,
  "leakage_nw": 0.356,
  "track_usage_pct": 5.43,
  "place_congestion": 0.782,
  "slew_headroom_pct": 82.6,
  "p_switching_mw": 0.0345,
  "critPathBufInv": 2,
  "avgSynthCellArea_um2": 5.32,
  "ir_drop_mv": 0.0179,
  "io_pins": 36,
  "grt_pass1_vias": 675,
  "netlist_instances": 63,
  "grt_max_degree": 5,
  "power_density_nw_per_um2": 106,
  "syn_to_final_growth_pct": 173,
  "diodes": 0,
  "remaining_drc_errors": 0,
  "arrival_ps": 2200,
  "hold_class": "in -> out",
  "tool_warnings": 32,
  "postRouteAntennaNets": 0,
  "rows": 21,
  "critPathLaunchType": "input port",
  "max_cap_viol_count": 0,
  "route.vias.total": 641,
  "critPathRequiredTime_ps": 2320,
  "grt_pass1_wl_um": 2930,
  "flop-count": 0,
  "tightest_slew_ps": 260,
  "slew_viol_final": 0,
  "grt.overflow.total": 0
}
-- synthesized netlist by cell type --
| cell type | count |
|---|---|
| or4_1 | 1 |
| a311oi_1 | 1 |
| o221a_2 | 1 |
| nand2b_1 | 1 |
| a21boi_0 | 1 |
| o221ai_1 | 1 |
| nand3_1 | 2 |
| a221oi_1 | 1 |
| o21ai_1 | 1 |
| nor2_1 | 12 |
| o21bai_1 | 1 |
| a211oi_1 | 2 |
| a21oi_1 | 7 |
| o31ai_1 | 1 |
| o21ai_0 | 4 |
| a31oi_1 | 1 |
| o21a_1 | 1 |
| inv_1 | 6 |
| nor4_1 | 4 |
| nand2_1 | 6 |
| nor2b_1 | 1 |
| or4_4 | 1 |
| nor3_1 | 6 |
-- through the flow --
stage,instances,setup slack [ps],power (mW),area (µm²)
after floorplan,63,912,0.0195,335
after global placement,163,-170,0.0950,888
after detailed placement,163,-172,0.0957,888
after CTS,163,94.3,0.0970,908
after global routing,163,4.12,0.107,915
final,163,120,0.0972,915
-- metal layers --
metal | GRT usage, % | wire, µm | share of wire, % | vias up
met5 | 0 | 0 | 0 | -
met4 | 0 | 0 | 0 | 0
met3 | 1.70 | 169 | 9.2 | 0
met2 | 9.31 | 817 | 44 | 19
met1 | 6.86 | 858 | 47 | 275
li1 | - | - | - | 347
-- power groups by stage --
stage / registers [mW] / clock network [mW] / logic [mW]
finish: 0 / 0 / 0.0972
global route: 0 / 0 / 0.107
CTS: 0 / 0 / 0.0970
-- area by class of cell --
class	count	area [µm²]
Fill cell	368	2500
Inverter	6	22.5
Multi-Input combinational cell	57	345
Timing Repair Buffer	54	489
Tap cell	46	57.6
-- path summary, 6_finish.rpt --
check	from	endpoint	slack, ps	cells past startpoint
worst max-delay path	in[16]	out[2]	120	6
worst min-delay path	in[0]	out[0]	1930	3
-- cell families (layout without fill, tap and decap cells) --
group           count (synthesis)  after routing  synth area share, %
compound gates                 23             23                 44.4
simple gates                   34             34                 48.9
buf+inv                         6             60                 6.72
-- layout by cell type, fill, tap and decap left out, drive strengths merged, types with 2 or more instances in the layout --
master         count
clkdlybuf4s50     31
buf               18
nor2              12
a21oi              7
nor3               6
nand2              6
inv                6
dlygate4sd2        5
o21ai              5
nor4               4
nand3              2
a211oi             2
or4                2
-- what timing repair did --
action / in CTS / in global routing
pin swaps: 2 / 0
gates resized: 11 / 1
setup endpoints to repair: 5 / 1
cloned: 0 / 0
No activity file was given, so power comes from the tool's default toggle rates.
